`/design/flow/run.sh`:
```
#!/bin/bash
# OpenROAD 26Q1-2900-gdf79404cd8, Yosys 0.63+post, stock flow scripts
make -C /OpenROAD-flow-scripts/flow DESIGN_CONFIG=/design/flow/config.mk WORK_HOME=/design/flow/orfs finish
```
`/design/flow/config.mk`:
```
export PLATFORM = sky130hd
export DESIGN_NAME = carry_lookahead_adder_4bit
export DESIGN_NICKNAME = carry_lookahead_adder_4bit
export VERILOG_FILES = /design/flow/design.v
export SDC_FILE = /design/flow/constraint.sdc
export NUM_CORES = 4
export LEC_CHECK = 1
export CORE_AREA = 10 10 70 70
export DIE_AREA = 0 0 80 80
```
`/design/flow/constraint.sdc`:
```
current_design carry_lookahead_adder_4bit

set clk_period 3.0
set clk_io_pct 0.2

create_clock -name clk0 -period $clk_period [get_ports {clk}]

set non_clock_inputs [all_inputs -no_clocks]
set_input_delay [expr $clk_period * $clk_io_pct] -clock clk0 $non_clock_inputs
set_output_delay [expr $clk_period * $clk_io_pct] -clock clk0 [all_outputs]
```
`/design/flow/design.v`:
```
module carry_lookahead_adder_4bit (
  input logic clk,
  input logic reset,
  input logic [3:0] a,
  input logic [3:0] b,
  input logic carry_in,
  output logic [3:0] partial_sum,
  output logic carry_out,
  output logic done
);
  logic [3:0] g, p;
  logic [4:0] carry;
  always_comb begin
    g = a & b;
    p = a ^ b;
    carry[0] = carry_in;
    carry[1] = g[0] | (p[0] & carry[0]);
    carry[2] = g[1] | (p[1] & carry[1]);
    carry[3] = g[2] | (p[2] & carry[2]);
    carry[4] = g[3] | (p[3] & carry[3]);
    carry_out = carry[4];
    partial_sum = p ^ carry[3:0];
  end
  always_ff @(posedge clk or negedge reset) begin
    if (!reset) begin
      done <= 1'b0;
    end else begin
      done <= 1'b1;
    end
  end
endmodule
```
==> job_summary.md <==
### Metrics collected by this job

| Metric | Value |
|---|---|
| Status | finished, final reports clean |
| Placed instance count | 78 |
| CP required | between 2000 and 2500 ps |
| Drt via density | about 1.8 |
| Vias in the first global route | 176 |
| Dpl hpwl | a little over 600 um |
| Hold buffers post-CTS | 0 |
| Area leader share | 0.547 |
| Layout Cells excl Fill | just under 80 |
| Clk slew on worst S/H paths | 0 ps |
| Vias post-DR | roughly 140 |
| Leak pwr | 0.165 nW |
| Syn Area/Cell | slightly above 9 um^2 |
| RePlAce Congestion | between 0.8 and 0.9 |
| Placeable Area | between 3000 and 4000 um^2 |
| Ys async rst share | 1.00 |
| Mapped Area | roughly 150 um^2 |
| Flops after synth | 1 |
| Unrepaired setup endpoints after global routing | no |
| Fin. max-slew vios | 0 |
| Register area share after synthesis | 0.171 |
| Vert. Die Dim | roughly 80 um |
| Startpoint Class | input pin |
| DRC viols | 0 |
| Syn Inst Count | 16 |
| Hold Crit Class | in -> async |
| Primary FF master, synth | dfrtp_1 |
| Initial antenna violation count | 0 |
| Routed wire length per instance | roughly 8.0 um |
| Worst-path fanout max | 1 |
| Chip area | about 6400 um^2 |
| Pwr dens | roughly 170 nW/um^2 |
| Antenna Nets Post-Route | 0 |
| Number of DRC markers in iteration 0 | 2 |
| Total track usage | 0.0183 |
| First-pass GRT wire length | 903 um |
| Rows | 21 |
| Crit path kind | in -> out |
| Worst Slack Setup Final | ~110 ps |
| Setup WS pre-CTS | -709 ps |
| Yosys cell count | 16 |
| Top cells, area | fa_1, inv_1, dfrtp_1 |
| Most numerous cell in the Yosys netlist | inv_1 |
| CP Capture Type | output port |
| Synth unique cells | 4 |
| Cycle use final | 0.962 |
| Layout cells sized above 1 | 0.375 |
| Ports | 17 |
| Die W | ~80 um |
| EDFF count, synth | 0 |
| DRT Pass-1 Iters | 2 |
| Fillers | between 400 and 500 |
| Area Growth Syn to Fin | 139% |
| Final Hold Slack | 750 ps |
| Crit path DAT | between 2000 and 2500 ps |
| Cell type with the largest total area after synthesis | fa_1 |
| Period minus WS final | roughly 2900 ps |
| # Max-Cap Violations | 0 |
| Top reg by flops | done |
| Peak VDD IR | around 0.027 mV |
| PortBufs | 16 |
| YS chip area | 146 um^2 |
| OpenROAD warnings | 28 |
| Post-Layout Inst Area | between 300 and 400 um^2 |
| Final setup vio count | 0 |
| Fmax achieved | 0.346 GHz |
| Post-DP Area | around 360 um^2 |
| FP Core Util | 0.0429 |
| Largest regs | done x1 |
| ANT cells | 0 |
| Postcts setup bufs | 0 |
| Final hold vios | 0 |
| Ys Warns | 1 |
| GRT overflow | 0 |
| Routed WL | 621 um |
| Largest net degree at the start of global routing | 2 |
| Number of flip-flops under the largest register name | 1 |
| Top cells by count | inv_1, fa_1, conb_1, dfrtp_1 |
-- worst max-delay path, cell delays in order --
cell and delay, ps:
buf_2 110, inv_2 60, fa_2 190, inv_2 40
fa_2 330, fa_2 350, inv_2 60, fa_1 400
inv_1 60, buf_2 90
-- final cells by class --
| type | instances | area [um^2] | share of cell area |
|---|---|---|---|
| Multi-Input combinational cell | 5 | 91.3 | 0.261 |
| Sequential cell | 1 | 25.0 | 0.0714 |
| Timing Repair Buffer | 16 | 139 | 0.396 |
| Tap cell | 46 | 57.6 | 0.164 |
| Inverter | 10 | 37.5 | 0.107 |
-- power by group --
part           internal (mW)  switching (mW)  total, mW  leakage [nW]
logic                 0.0296          0.0147     0.0443         0.154
registers             0.0144        0.000235     0.0147        0.0117
clock network              0               0          0             0
-- per-layer routing --
metal  up-vias  GRT usage  routed length (um)
li1         68          -                   -
met5         -          0                   0
met1        65     0.0127                 165
met3         0     0.0182                 162
met4         0          0                   0
met2        11     0.0353                 292
-- cells by family (layout without fill, tap and decap cells) --
family                     Yosys count  in the layout  synth area share
DFF                                  1              1             0.171
adders and majority gates            4              4             0.547
buffers and inverters               10             26             0.256
other                                1              1            0.0256
-- repair_timing --
action | CTS | global route
cloned | 0 | 0
gates resized | 26 | 1
endpoints found under the setup margin | 4 | 1
pin swaps | 4 | 2
-- layout by cell type (no fill, tap or decap) --
cell type        instances
conb_1                   1
fa_2                     3
buf_2                    4
dlymetal6s2s_1           1
clkdlybuf4s50_1          8
fa_1                     1
dfrtp_1                  1
inv_1                    5
dlygate4sd2_1            3
inv_2                    5
-- final timing paths --
| kind | from | endpoint | slack, ps | cells past startpoint |
|---|---|---|---|---|
| worst min-delay path | reset | done$_DFF_PN0_ | 750 | 1 |
| max in group asynchronous | reset | done$_DFF_PN0_ | 2150 | 1 |
| worst max-delay path | a[0] | partial_sum[3] | 110 | 10 |
| min in group clk0 | done$_DFF_PN0_ | done | 1370 | 1 |
-- through the flow --
stage                     total power [mW]   util  TNS (ps)
after floorplan                     0.0232      -         0
after global placement              0.0654  0.107     -1530
after detailed placement            0.0663  0.107     -1580
after CTS                           0.0611  0.102         0
after global routing                0.0662  0.103         0
final                               0.0589  0.103         0
No activity file was given, so power comes from the tool's default toggle rates.
